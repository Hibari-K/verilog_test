## flow/run.sh

```bash
#!/bin/bash
# OpenROAD 26Q1-2900-gdf79404cd8, Yosys 0.63+post, stock flow scripts
make -C /OpenROAD-flow-scripts/flow DESIGN_CONFIG=/design/flow/config.mk WORK_HOME=/design/flow/orfs finish
```

## flow/config.mk

```make
export PLATFORM = sky130hd
export DESIGN_NAME = adder
export DESIGN_NICKNAME = adder
export VERILOG_FILES = /design/flow/design.v
export SDC_FILE = /design/flow/constraint.sdc
export NUM_CORES = 4
export LEC_CHECK = 1
export CORE_AREA = 10 10 70 70
export DIE_AREA = 0 0 80 80
```

## flow/constraint.sdc

```tcl
current_design adder

set clk_period 3.2
set clk_io_pct 0.2

create_clock -name clk0 -period $clk_period

set non_clock_inputs [all_inputs -no_clocks]
set_input_delay [expr $clk_period * $clk_io_pct] -clock clk0 $non_clock_inputs
set_output_delay [expr $clk_period * $clk_io_pct] -clock clk0 [all_outputs]
```

## flow/design.v

```verilog
module adder(a, b, s, c);
    input [3:0] a;
    input [3:0] b;
    output [3:0] s;
    output c;
    wire c0, c1, c2;
    half_adder HA1(a[0], b[0], s[0], c0);
    full_adder FA1(c0, a[1], b[1], s[1], c1);
    full_adder FA2(c1, a[2], b[2], s[2], c2);
    full_adder FA3(c2, a[3], b[3], s[3], c);
endmodule
module full_adder(cin, A, B, sum, cout);
    input cin, A, B;
    output sum, cout;
    wire sum1, andCin, carry1, carry2;
    xor(sum1, A, B);
    and(carry1, A, B);
    xor(sum, cin, sum1);
    and(carry2, cin, sum1);
    or(cout, carry1, carry2);
endmodule
module half_adder(A, B, sum, carry);
    input A, B;
    output sum, carry;
    xor s(sum, A, B);
    and c(carry, A, B);
endmodule
```

==> node_exporter_impl.prom <==
# HELP chip_impl_metric Yosys and OpenROAD flow results
# TYPE chip_impl_metric gauge
chip_impl_info{name="layout_top_cells",value="sky130_fd_sc_hd__clkdlybuf4s50_1, sky130_fd_sc_hd__inv_1, sky130_fd_sc_hd__dlygate4sd2_1"} 1
chip_impl_metric{name="p_leak",unit="µW"} 0.000124
chip_impl_info{name="timing.critical_path.to_type",value="primary output"} 1
chip_impl_metric{name="chipWidth",unit="µm"} 80
chip_impl_info{name="timing.critical_path.cells",value="dlygate4sd2_1, ha_2, fa_2, inv_2, fa_2, fa_2, inv_1, clkdlybuf4s50_1"} 1
chip_impl_info{name="rsz0062_at_grt",value="no"} 1
chip_impl_metric{name="utilization",unit="%"} 8.61
chip_impl_metric{name="tool_warnings",unit=""} 32
chip_impl_metric{name="global_routing_met1_resource_utilization",unit="%"} 1.33
chip_impl_metric{name="tcrit_tclk_final",unit="%"} 96.9
chip_impl_metric{name="core",unit="µm²"} 3420
chip_impl_metric{name="cts_hold_buffers",unit=""} 0
chip_impl_metric{name="syn-mean-instance-area",unit="µm²"} 8.29
chip_impl_metric{name="drt_drc_violations_left",unit=""} 0
chip_impl_metric{name="grt_util_met3",unit="%"} 0.114
chip_impl_metric{name="maxCapViolCount",unit=""} 0
chip_impl_metric{name="grt_max_degree",unit=""} 2
chip_impl_info{name="path_common_cell",value="sky130_fd_sc_hd__fa_2"} 1
chip_impl_metric{name="dpl_worst_slack",unit="ns"} -0.297
chip_impl_metric{name="groute.usage.overall",unit="%"} 1.11
chip_impl_info{name="worst-setup-path-type",value="input port to primary output"} 1
chip_impl_info{name="status",value="complete, no violations"} 1
chip_impl_metric{name="synthDistinctLibCells",unit=""} 4
chip_impl_metric{name="routedWlPerCell",unit="µm"} 5.55
chip_impl_metric{name="num_antenna_cells",unit=""} 0
chip_impl_metric{name="die-area",unit="µm²"} 6400
chip_impl_metric{name="drt_pass1_iterations",unit=""} 1
chip_impl_metric{name="top_level_ports",unit=""} 13
chip_impl_metric{name="timing_max_transition_violations_final",unit=""} 0
chip_impl_metric{name="detail-route-antenna-nets",unit=""} 0
chip_impl_metric{name="viasPerCell",unit=""} 1.59
chip_impl_info{name="min_path_type",value="input port to primary output"} 1
chip_impl_metric{name="yosys_cells",unit=""} 16
chip_impl_metric{name="final-setup-viol-count",unit=""} 0
chip_impl_metric{name="hold-worst-slack",unit="ns"} 2.09
chip_impl_metric{name="totalWireLength",unit="µm"} 394
chip_impl_metric{name="cp_data_required_time",unit="ns"} 2.56
chip_impl_metric{name="grt_antenna_before_repair",unit=""} 0
chip_impl_metric{name="final_worst_path_setup_slack",unit="ns"} 0.0976
chip_impl_metric{name="die-height",unit="µm"} 80
chip_impl_metric{name="num_rows",unit=""} 21
chip_impl_metric{name="finish.cell_count_without_fillers",unit=""} 71
chip_impl_metric{name="critical_path.max_stage_delay",unit="ns"} 0.45
chip_impl_metric{name="post_route_cells_drive_above_1_share",unit="%"} 20.0
chip_impl_metric{name="report.final.hold_viol_count",unit=""} 0
chip_impl_info{name="start_kind",value="input port"} 1
chip_impl_info{name="timing.critical_path.slowest_stage_cell",value="sky130_fd_sc_hd__clkdlybuf4s50_1"} 1
chip_impl_metric{name="groute.layer.met2.usage",unit="%"} 2.17
chip_impl_metric{name="area.combinational",unit="µm²"} 82.6
chip_impl_metric{name="syn-cell-area",unit="µm²"} 133
chip_impl_metric{name="final_design_area_no_fill",unit="µm²"} 294
chip_impl_info{name="critical-path-top-delay-family",value="adder cells"} 1
chip_impl_metric{name="synth-area-yosys",unit="µm²"} 133
chip_impl_info{name="busiest_layer",value="met2"} 1
chip_impl_metric{name="numSequentialCells",unit=""} 0
chip_impl_metric{name="io_buffers",unit=""} 13
chip_impl_metric{name="critical_path_buf_inv_count",unit=""} 4
chip_impl_metric{name="worst_margin_pin_slew",unit="ns"} 0.0924
chip_impl_metric{name="synth_cells",unit=""} 16
chip_impl_metric{name="cp_data_arrival_time",unit="ns"} 2.46
chip_impl_metric{name="flow.area_growth_from_synthesis",unit="%"} 122
chip_impl_metric{name="grt_first_pass_wirelength",unit="µm"} 572
chip_impl_metric{name="fp-utilization",unit="%"} 3.88
chip_impl_metric{name="critPathMaxFanout",unit=""} 1
chip_impl_metric{name="drtIter0Drc",unit=""} 0
chip_impl_metric{name="vias",unit=""} 113
chip_impl_metric{name="fillerInstances",unit=""} 411
chip_impl_metric{name="aggregate_global_routing_overflow",unit=""} 0
chip_impl_metric{name="dp.cells",unit=""} 71
chip_impl_metric{name="powerDensity",unit="nW/µm²"} 122
chip_impl_metric{name="dp.final_hpwl",unit="µm"} 380
chip_impl_metric{name="post-route-min-period",unit="ns"} 3.10
chip_impl_metric{name="yosys_warnings",unit=""} 0
chip_impl_metric{name="place_congestion",unit=""} 0.705
chip_impl_metric{name="num-clock-buffers",unit=""} 0
chip_impl_metric{name="placedInstanceArea",unit="µm²"} 290
chip_impl_metric{name="max_freq",unit="MHz"} 322
chip_impl_metric{name="layout.area.seq",unit="µm²"} 0
chip_impl_metric{name="number_of_global_route_vias_before_repair",unit=""} 111
chip_impl_metric{name="max-vdd-ir-drop",unit="µV"} 9.89
chip_impl_metric{name="synth-seq-area-share",unit="%"} 0
chip_impl_info{name="most_instantiated_logic_cell_after_routing",value="sky130_fd_sc_hd__clkdlybuf4s50_1"} 1
chip_impl_metric{name="maxSlewHeadroom",unit="%"} 93.8
-- layer usage --
metal	up-vias	share of wire, %
li1	55	-
met1	51	44
met2	7	48
met3	0	8.6
met4	0	0
met5	-	0
-- worst paths after layout --
kind | cells past startpoint | to | slack, ns | from
worst max-delay path | 8 | c | 0.1 | b[0]
worst min-delay path | 3 | s[0] | 2.09 | a[0]
-- per-stage QoR --
step | setup TNS [ns] | power [µW]
2_1_floorplan | 0 | 18.5
3_3_place_gp | -0.563 | 39.0
3_5_place_dp | -0.595 | 39.1
4_1_cts | 0 | 37.8
5_1_grt | 0 | 41.5
6_report | 0 | 36.0
-- kinds of logic after synthesis --
family and share of synthesized area (%):
buf+inv 45.3, fa+ha+maj 54.7
-- power breakdown --
| group | switching (µW) | total (µW) | internal, µW | leakage (µW) |
|---|---|---|---|---|
| Sequential | 0 | 0 | 0 | 0 |
| Clock | 0 | 0 | 0 | 0 |
| Combinational | 10.1 | 36.0 | 25.8 | 0.000124 |
-- Yosys cell counts --
cell / instances / area share [%]
sky130_fd_sc_hd__ha_1: 1 / 9.4
sky130_fd_sc_hd__inv_1: 8 / 23
sky130_fd_sc_hd__buf_4: 4 / 23
sky130_fd_sc_hd__fa_1: 3 / 45
-- area by class of cell --
| cell class | count | area share (%) |
|---|---|---|
| multi-input cells | 4 | 28.1 |
| inverters | 8 | 10.2 |
| well taps | 46 | 19.6 |
| repair buffers | 13 | 42.1 |
-- repair_timing --
item / in CTS / in global routing
buffers inserted: 0 / 0
pin swaps: 4 / 1
endpoints found under the setup margin: 3 / 1
cloned: 0 / 0
gates resized: 10 / 0
Power figures rest on the tool's default switching activity, not on a simulated workload.
