==> flow/run.sh <==
#!/bin/bash
# OpenROAD 26Q1-2900-gdf79404cd8, Yosys 0.63+post, stock flow scripts
make -C /OpenROAD-flow-scripts/flow DESIGN_CONFIG=/design/flow/config.mk WORK_HOME=/design/flow/orfs finish
==> flow/config.mk <==
export PLATFORM = sky130hd
export DESIGN_NAME = add_sub
export DESIGN_NICKNAME = add_sub
export VERILOG_FILES = /design/flow/design.v
export SDC_FILE = /design/flow/constraint.sdc
export NUM_CORES = 4
export LEC_CHECK = 1
export CORE_AREA = 10 10 70 70
export DIE_AREA = 0 0 80 80
==> flow/constraint.sdc <==
current_design add_sub

set clk_period 2.9
set clk_io_pct 0.2

create_clock -name clk0 -period $clk_period

set non_clock_inputs [all_inputs -no_clocks]
set_input_delay [expr $clk_period * $clk_io_pct] -clock clk0 $non_clock_inputs
set_output_delay [expr $clk_period * $clk_io_pct] -clock clk0 [all_outputs]
==> flow/design.v <==
module add_sub(a, b, s, c, swi);
    input [3:0] a;
    input [3:0] b;
    input swi;
    output [3:0] s;
    output c;
    wire c0, c1, c2;
    wire [3:0] b_;
    xor(b_[0], swi, b[0]);
    xor(b_[1], swi, b[1]);
    xor(b_[2], swi, b[2]);
    xor(b_[3], swi, b[3]);
    full_adder HA1(swi, a[0], b_[0], s[0], c0);
    full_adder FA1(c0, a[1], b_[1], s[1], c1);
    full_adder FA2(c1, a[2], b_[2], s[2], c2);
    full_adder FA3(c2, a[3], b_[3], s[3], c);
endmodule
module full_adder(cin, A, B, sum, cout);
    input cin, A, B;
    output sum, cout;
    wire sum1, andCin, carry1, carry2;
    xor(sum1, A, B);
    and(carry1, A, B);
    xor(sum, cin, sum1);
    and(carry2, cin, sum1);
    or(cout, carry1, carry2);
endmodule
==> flow_summary.json <==
{
  "start_kind": "input pin",
  "syn_area_per_cell_um2": 9.76,
  "tightest_slew_ns": 0.193,
  "postSynthSeqShare_pct": 0,
  "hpwl_um": 502,
  "area_growth_pct": 125,
  "grt_pass1_vias": 152,
  "end_kind": "output port",
  "core_area_mm2": 0.00342,
  "avgViaCountPerCell": 1.79,
  "postPlaceCellArea_um2": 329,
  "dp_slack_ns": -0.693,
  "p_leak_nw": 0.137,
  "synth_warnings": 0,
  "maxSlewViolCount": 0,
  "drc": 0,
  "syn-cell-area_um2": 146,
  "finalHoldViolCount": 0,
  "grt_setup_unrepaired": "false",
  "wl_per_cell_um": 7.21,
  "nFillCells": 408,
  "synth_cell_type_count": 6,
  "cp_common_cell": "fa_2",
  "antenna_found_initial": 0,
  "powerDensity_mw_per_mm2": 193,
  "required_ns": 2.32,
  "routed_wl_um": 526,
  "path_cells": "buf_2, mux2i_2, fa_2, inv_2, fa_2, fa_2, buf_6",
  "drt-initial-drc-count": 0,
  "max_stage_delay_ns": 0.58,
  "critPathLaunch": "b[0]",
  "crit_fanout": 2,
  "grt-ovfl-total": 0,
  "whs_ns": 1.72,
  "cap_violations": 0,
  "register_area_um2": 0,
  "path_class": "input pin to output port",
  "antenna_left": 0,
  "ioPinCount": 14,
  "routabilityCongestion": 0.673,
  "timing.fmax_mhz": 352,
  "dp_cells": 73,
  "cp_slowest_cell": "fa_2",
  "ys_chip_area_um2": 146,
  "dieArea_mm2": 0.00640,
  "worstHoldStart": "a[0]",
  "fp_util_pct": 4.29,
  "die_y_um": 80,
  "num_vias": 131,
  "design.seq.count": 0,
  "rows": 21,
  "final_area_um2": 329,
  "antenna_cells": 0,
  "final.clkbuf_count": 0,
  "hp-class": "input pin to output port",
  "post-route-period-util_pct": 97.9,
  "yosys-stat-cells": 15,
  "setup_viol": 0,
  "firstDrtPassIters": 1,
  "syn-instance-count": 15,
  "fin_crit_ns": 2.84,
  "grt_pass1_wl_um": 765,
  "outcome": "finished, final reports clean",
  "grtUsageTotal_pct": 1.58,
  "fin_cells": 73,
  "slew_headroom_pct": 86.9,
  "die_x_um": 80,
  "drive_gt1_share_pct": 51.9,
  "grt_max_degree": 4,
  "arrival_ns": 2.26,
  "fin_util_pct": 9.63,
  "port_buffers": 14,
  "warning_count": 32,
  "setup_ws_ns": 0.0610,
  "ir_drop_mv": 0.0575,
  "ctsHoldBuffers": 0
}
[power by group]
part	leakage [nW]	switching, mW	internal (mW)	total, mW
logic	0.137	0.0221	0.0416	0.0637
registers	0	0	0	0
clock network	0	0	0	0
total	0.137	0.0221	0.0416	0.0637
[final cells by class]
| type | count | area (um2) | share of cell area (%) |
|---|---|---|---|
| multi-input cells | 8 | 124 | 37.6 |
| inverters | 3 | 11.3 | 3.42 |
| well taps | 46 | 57.6 | 17.5 |
| repair buffers | 16 | 136 | 41.4 |
[cells in the final DEF (no fill, tap or decap), drive strengths merged]
| cell | n |
|---|---|
| dlygate4sd2 | 2 |
| clkdlybuf4s50 | 6 |
| dlymetal6s2s | 1 |
| xnor2 | 1 |
| fa | 3 |
| buf | 5 |
| inv | 3 |
| clkbuf | 2 |
| mux2i | 1 |
| xor2 | 3 |
[layer usage]
metal | track usage [%] | share of wire [%]
met5 | 0 | 0
met4 | 0 | 0
met3 | 1.14 | 17
met2 | 1.36 | 20
met1 | 2.74 | 63
[worst paths after layout]
| kind | cells after the start | end |
|---|---|---|
| worst max-delay path | 7 | s[3] |
| worst min-delay path | 3 | s[0] |
[repair_timing]
| action | 4_1_cts | 5_1_grt |
|---|---|---|
| pin swaps | 1 | 4 |
| buffers inserted | 0 | 0 |
| resized | 21 | 8 |
| endpoints found under the setup margin | 4 | 1 |
[per-stage QoR]
step,setup TNS [ns],power (mW)
after floorplan,0,0.0294
after global placement,-1.38,0.0651
after detailed placement,-1.45,0.0659
after CTS,0,0.0596
after global routing,0,0.0726
final,0,0.0637
[synthesized netlist by cell type]
cell type  count  area share [%]
buf_4          4              21
xnor2_1        1             6.0
mux2i_1        1             6.8
xor2_1         3              18
fa_1           3              41
inv_1          3             7.7
[cell families after synthesis]
group / synth area share, %
buffers and inverters: 28.2
adders and majority gates: 41.0
xor gates and xnor gates: 23.9
muxes: 6.84
[critical path: cells and delay by family]
family,cells,cell delay [ns]
fa+ha+maj,3,1.20
buf+inv,3,0.24
mux,1,0.24
Power is estimated from default activity; no workload was simulated.
